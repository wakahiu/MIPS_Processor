## flow/config.mk

```make
export PLATFORM = sky130hd
export DESIGN_NAME = RequestController
export DESIGN_NICKNAME = RequestController
export VERILOG_FILES = /design/flow/design.v
export SDC_FILE = /design/flow/constraint.sdc
export NUM_CORES = 4
export LEC_CHECK = 1
export CORE_AREA = 10 10 447 447
export DIE_AREA = 0 0 457 457
```

## flow/constraint.sdc

```tcl
current_design RequestController

set clk_period 16.4
set clk_io_pct 0.2

create_clock -name clk0 -period $clk_period [get_ports {clk}]

set non_clock_inputs [all_inputs -no_clocks]
set_input_delay [expr $clk_period * $clk_io_pct] -clock clk0 $non_clock_inputs
set_output_delay [expr $clk_period * $clk_io_pct] -clock clk0 [all_outputs]
```

## flow/design.v

```verilog
module RequestController( 
                        input           clk,
                        input           rst,
                        input           af_full,
                        input           wdf_full,
                        input           rdf_valid,
                       input            i_rdf_rd_en,
                       input [2:0]      i_af_cmd_din,
                       input [30:0]     i_addr_din,
                       input            i_af_wr_en,
                       input [127:0]    i_wdf_din,
                       input [15:0]     i_wdf_mask_din,
                       input            i_wdf_wr_en,
                       input            i_stall,
                       input            d_rdf_rd_en,
                       input [2:0]      d_af_cmd_din,
                       input [30:0]     d_addr_din,
                       input            d_af_wr_en,
                       input [127:0]    d_wdf_din,
                       input [15:0]     d_wdf_mask_din,
                       input            d_wdf_wr_en,
                       input            d_stall,
                       input [30:0]     line_addr_din,
                       input            line_af_wr_en,
                       input [127:0]    line_wdf_din,
                       input [15:0]     line_wdf_mask_din,
                       input            line_wdf_wr_en,
                       input [30:0]     bypass_addr_din,
                       input            bypass_af_wr_en,
                       input [127:0]    bypass_wdf_din,
                       input [15:0]     bypass_wdf_mask_din,
                       input            bypass_wdf_wr_en,
                       input [30:0]     filler_addr_din,
                       input            filler_af_wr_en,
                       input [127:0]    filler_wdf_din,
                       input [15:0]     filler_wdf_mask_din,
                       input            filler_wdf_wr_en,
                       input            cmd_rdf_rd_en,
                       input            cmd_af_wr_en,
                       input [30:0]     cmd_addr_din,
                       input            pixel_rdf_rd_en,
                       input            pixel_af_wr_en,
                       input [30:0]     pixel_addr_din,
                       output             rdf_rd_en,
                       output reg [2:0]   af_cmd_din,
                       output reg [30:0]  addr_din,
                       output reg         af_wr_en,
                       output reg [127:0] wdf_din,
                       output reg [15:0]  wdf_mask_din,
                       output reg         wdf_wr_en,
                       output             i_rdf_valid,
                       output             i_af_full,
                       output             i_wdf_full,
                       output             d_rdf_valid,
                       output             d_af_full,
                       output             d_wdf_full,
                       output             line_af_full,
                       output             line_wdf_full,
                       output             bypass_af_full,
                       output             bypass_wdf_full,
                       output             filler_af_full,
                       output             filler_wdf_full,
                       output             pixel_rdf_valid,
                       output             pixel_af_full,
                       output 			cmd_rdf_valid,
                       output 			cmd_af_full
                       );
    localparam NO_ACCESS     = 3'b000;
    localparam D_ACCESS      = 3'b001;
    localparam I_ACCESS      = 3'b010;
    localparam FILLER_ACCESS = 3'b011;
    localparam LINE_ACCESS   = 3'b100;
    localparam PIXEL_ACCESS  = 3'b101;
    localparam BYPASS_ACCESS = 3'b110;
    localparam CMD_ACCESS 	 = 3'b111;
    reg  [2:0]  fifo_access;
    reg [10:0]  icache_req_num;
    reg [1:0]   icache_req_valid;
    reg [10:0]  dcache_req_num;
    reg [1:0]   dcache_req_valid;
    reg [10:0]  cmd_req_num;
    reg [1:0]   cmd_req_valid;
    reg [10:0]  issued_reads;
    reg [11:0]  serviced_reads;  
    wire fetch_issued;
    assign fetch_issued = af_wr_en && af_cmd_din == 3'b001 && !af_full && !wdf_full;
    always @(posedge clk) begin
        if(rst)
            issued_reads <= 11'b0;
        else if(fetch_issued)
            issued_reads <= issued_reads + 11'b1;
        else
            issued_reads <= issued_reads;
        if(rst)
            serviced_reads <= 12'b0;
        else if(rdf_valid)
            serviced_reads <= serviced_reads + 1;
        else
            serviced_reads <= serviced_reads;
        if(rst) begin
            icache_req_num <= 10'b0;
            icache_req_valid <= 2'b0;
        end else if(fifo_access == I_ACCESS && fetch_issued) begin
            icache_req_num <= issued_reads;
            icache_req_valid <= 2'b10;
        end else if(icache_req_num == serviced_reads[11:1] && icache_req_valid != 2'b00 && rdf_valid) begin
            icache_req_num <= icache_req_num;
            icache_req_valid <= icache_req_valid - 1;
        end else begin
            icache_req_num <= icache_req_num;
            icache_req_valid <= icache_req_valid;
        end
        if(rst) begin
            dcache_req_num <= 10'b0;
            dcache_req_valid <= 2'b0;
        end else if(fifo_access == D_ACCESS && fetch_issued) begin
            dcache_req_num <= issued_reads;
            dcache_req_valid <= 2'b10;
        end else if(dcache_req_num == serviced_reads[11:1] && dcache_req_valid != 2'b0 && rdf_valid) begin
            dcache_req_num <= dcache_req_num;
            dcache_req_valid <= dcache_req_valid - 1;
        end else begin
            dcache_req_num <= dcache_req_num;
            dcache_req_valid <= dcache_req_valid;
        end
        if(rst) begin
            cmd_req_num <= 10'b0;
            cmd_req_valid <= 2'b0;
        end else if(fifo_access == CMD_ACCESS && fetch_issued) begin
            cmd_req_num <= issued_reads;
            cmd_req_valid <= 2'b10;
        end else if(cmd_req_num == serviced_reads[11:1] && cmd_req_valid != 2'b0 && rdf_valid) begin
            cmd_req_num <= cmd_req_num;
            cmd_req_valid <= cmd_req_valid - 1;
        end else begin
            cmd_req_num <= cmd_req_num;
            cmd_req_valid <= cmd_req_valid;
        end
    end
    wire i_read, d_read, cmd_read;
    assign i_read = icache_req_valid != 2'b00 && icache_req_num == serviced_reads[11:1];
    assign d_read = dcache_req_valid != 2'b00 && dcache_req_num == serviced_reads[11:1];
    assign cmd_read = cmd_req_valid != 2'b00 && cmd_req_num == serviced_reads[11:1];
    assign rdf_rd_en = i_read ? i_rdf_rd_en :
                       d_read ? d_rdf_rd_en :
                       cmd_read ? cmd_rdf_rd_en:
                       pixel_rdf_rd_en;
    assign i_rdf_valid =  i_read ? rdf_valid : 1'b0;
    assign d_rdf_valid =  d_read ? rdf_valid : 1'b0;
    assign cmd_rdf_valid = cmd_read ? rdf_valid : 1'b0;
    assign pixel_rdf_valid = (i_read || d_read || cmd_read) ? 1'b0 : rdf_valid;
    reg line_reserved;
    reg filler_reserved;
    reg bypass_reserved;
    wire reserved;
    assign reserved = filler_reserved || line_reserved || bypass_reserved;
    always @(posedge clk) begin
        if(rst) 
            line_reserved <= 1'b0;
        else if (fifo_access == LINE_ACCESS && !wdf_full && !af_full) 
            line_reserved <= line_reserved + 1'b1;
        if(rst)
            bypass_reserved <= 1'b0;
        else if(fifo_access == BYPASS_ACCESS && !wdf_full && !af_full)
          bypass_reserved <= 1'b0;
        if(rst)
            filler_reserved <= 1'b0;
        else if(fifo_access == FILLER_ACCESS && !wdf_full && !af_full)
            filler_reserved <= filler_reserved + 1'b1;
    end
    always @(*) begin
        if((i_af_wr_en || i_wdf_wr_en) && !reserved) begin
            fifo_access  = I_ACCESS;
            af_cmd_din   = i_af_cmd_din;
            addr_din     = i_addr_din;
            af_wr_en     = i_af_wr_en && (!wdf_full &&  !af_full);
            wdf_din      = i_wdf_din;
            wdf_mask_din = i_wdf_mask_din;
            wdf_wr_en    = i_wdf_wr_en && (!wdf_full && !af_full);
        end
        else if((d_af_wr_en || d_wdf_wr_en) && !reserved) begin
            fifo_access  = D_ACCESS;
            af_cmd_din   = d_af_cmd_din;
            addr_din     = d_addr_din;
            af_wr_en     = d_af_wr_en && (!wdf_full && !af_full);
            wdf_din      = d_wdf_din;
            wdf_mask_din = d_wdf_mask_din;
            wdf_wr_en    = d_wdf_wr_en && (!wdf_full && !af_full);
        end
        else if((cmd_af_wr_en) && !reserved) begin
            fifo_access  = CMD_ACCESS;
            af_cmd_din   = 3'b001;
            addr_din     = cmd_addr_din;
            af_wr_en     = cmd_af_wr_en && !af_full && !wdf_full;
            wdf_din      = 128'bx;  
            wdf_mask_din = 16'hFFFF;  
            wdf_wr_en    = 1'b0;  
        end
        else if(pixel_af_wr_en && !filler_reserved && !line_reserved && !bypass_reserved) begin
            fifo_access  = PIXEL_ACCESS;
            af_cmd_din   = 3'b001;
            addr_din     = pixel_addr_din;
            af_wr_en     = pixel_af_wr_en && !af_full && !wdf_full;
            wdf_din      = 128'bx;  
            wdf_mask_din = 16'hFFFF;  
            wdf_wr_en    = 1'b0;  
        end
        else if((filler_af_wr_en || filler_wdf_wr_en) && !line_reserved && !bypass_reserved) begin
            fifo_access  = FILLER_ACCESS;
            af_cmd_din   = 3'b000;
            addr_din     = filler_addr_din;
            af_wr_en     = filler_af_wr_en && !wdf_full && !af_full;
            wdf_din      = filler_wdf_din;
            wdf_mask_din = filler_wdf_mask_din;
            wdf_wr_en    = filler_wdf_wr_en && !wdf_full && !af_full;
        end
        else if((line_af_wr_en || line_wdf_wr_en) && !filler_reserved && !bypass_reserved) begin
            fifo_access  = LINE_ACCESS;
            af_cmd_din   = 3'b000;
            addr_din     = line_addr_din;
            af_wr_en     = line_af_wr_en && !wdf_full && !af_full;
            wdf_din      = line_wdf_din;
            wdf_mask_din = line_wdf_mask_din;
            wdf_wr_en    = line_wdf_wr_en && !wdf_full && !af_full;
        end
        else begin 
            fifo_access  = NO_ACCESS;
            af_cmd_din   = i_af_cmd_din;
            addr_din     = i_addr_din;
            af_wr_en     = 1'b0;
            wdf_din      = i_wdf_din;
            wdf_mask_din = i_wdf_mask_din;
            wdf_wr_en    = 1'b0;
        end
    end
    assign i_af_full = fifo_access == I_ACCESS ?  af_full || wdf_full : 1'b1; 
    assign i_wdf_full = fifo_access == I_ACCESS ? wdf_full || af_full : 1'b1;
    assign d_af_full  = fifo_access == D_ACCESS ?  af_full || wdf_full : 1'b1;
    assign d_wdf_full = fifo_access == D_ACCESS ? wdf_full || af_full : 1'b1;
    assign filler_af_full  = fifo_access == FILLER_ACCESS  ? wdf_full || af_full : 1'b1;
    assign filler_wdf_full = fifo_access == FILLER_ACCESS  ? wdf_full || af_full : 1'b1;
    assign line_af_full  = fifo_access == LINE_ACCESS  ? af_full || wdf_full : 1'b1;
    assign line_wdf_full = fifo_access == LINE_ACCESS  ? wdf_full || af_full : 1'b1;
    assign bypass_af_full  = fifo_access == BYPASS_ACCESS  ? af_full || wdf_full : 1'b1;
    assign bypass_wdf_full = fifo_access == BYPASS_ACCESS  ? wdf_full || af_full : 1'b1;
    assign pixel_af_full  = fifo_access == PIXEL_ACCESS  ? af_full || wdf_full : 1'b1;
    assign cmd_af_full  = fifo_access == CMD_ACCESS  ? af_full || wdf_full : 1'b1;
endmodule
```

## flow/run.sh

```bash
#!/bin/bash
# OpenROAD 26Q1-2900-gdf79404cd8, Yosys 0.63+post, stock flow scripts
make -C /OpenROAD-flow-scripts/flow DESIGN_CONFIG=/design/flow/config.mk WORK_HOME=/design/flow/orfs finish
```

==> results.py <==
# Physical implementation metrics
metrics = {
    "worst_setup_path": {
        "cp.arrival_ns": 7.48,
        "r2r_setup_slack_ns": 12.54,
        "startpoint_type": "primary input",
        "r2r-end": "dcache_req_num[10]",
        "cp_max_fo": 35,
        "cp-end-kind": "primary output",
        "required_ns": 13.12,
        "path_class": "primary input to primary output",
        "rr_startpoint": "line_reserved",
        "reg2regPathDepth": 9,
    },
    "pwr": {
        "p_per_area_mw_per_mm2": 42.2,
        "p_total_uw": 980,
        "max-vdd-ir-drop_uv": 44.6,
        "p_leak_uw": 0.00782,
    },
    "route": {
        "first_iter_violations": 1134,
        "routed_wl_um": 186000,
        "viasPerCell": 3.49,
        "drc": 0,
        "drtPass1Iterations": 5,
        "wl_per_cell_um": 36.3,
        "ant_nets": 0,
        "vias": 17850,
    },
    "clock_tree": {
        "cts_tree": "built",
        "cts_buffers": 9,
        "post-cts-setup-buffers": 0,
        "cts.sinks": 64,
        "ctsLongestPathBuffers": 2,
        "clockRootBuffer": "clkbuf_16",
        "ctsResizeCount": 0,
        "clock_latency_ns": 0.34,
        "ctsHoldBuffers": 0,
        "path_clk_slew_ns": 0.05,
        "cts_max_level": 3,
    },
    "logic_synthesis": {
        "edf_count": 0,
        "yosys.stat.seqShare": 0.127,
        "ys_ff": 64,
        "yosys_cells": 1695,
        "ys_area_mm2": 0.0101,
        "ys.warnings.count": 1,
        "synthCells": 1695,
        "async_flop_share": 0,
        "yosysUniqueCellTypes": 57,
        "syn_area_per_cell_um2": 5.96,
        "dominantRegCellSynth": "dfxtp_1",
        "netlist_area_mm2": 0.0101,
    },
    "placement": {
        "dp_cells": 5066,
        "dp_hpwl_um": 169000,
        "port-buffer-count": 981,
        "place.gp.congestion": 0.970,
    },
    "hold_path": {
        "hold_path_end": "icache_req_num[0]",
        "whs_path_depth": 2,
        "holdCritStartpoint": "icache_req_num[0]",
        "hold_class": "flip-flop to flip-flop",
    },
    "die": {
        "dieWidth_um": 457,
        "die_h_um": 457,
        "rows": 160,
        "initCoreUtil": 0.0532,
        "chip_area_mm2": 0.209,
        "core_area_mm2": 0.190,
        "ios": 1163,
    },
    "timing": {
        "hold_viol": 0,
        "setup_viol": 0,
        "max_freq_mhz": 92.9,
        "report.final.slew_viol_count": 0,
        "maxSlewHeadroom": 0.209,
        "worst_pin_slew_ns": 1.17,
        "fin_crit_ns": 10.76,
        "period_used_share": 0.656,
        "finalClockSkew_ns": 0.00387,
        "fin_tns_setup_ns": 0,
        "rsz0062_at_grt": "false",
    },
    "final_layout": {
        "drive_above_1_share": 0.0393,
        "stdcell_count": 5108,
        "area_delta_synth_final_pct": 130,
    },
    "flow_run": {
        "maxCapViolations": 0,
        "warning_count": 204,
    },
    "grt": {
        "antenna_found_initial": 165,
        "grt_pass1_wl_um": 224000,
        "grt_pass1_vias": 17421,
        "grt_overflow": 0,
        "grt_start_max_net_pins": 62,
        "track_usage": 0.172,
    },
    "run_status": {
        "outcome": "finished clean",
    },
}
==> cell families after synthesis <==
kind of cell | count (synthesis) | share of synthesized area
AOI/OAI and AO/OA | 765 | 0.467
xor gates and xnor gates | 49 | 0.0425
adders and majority gates | 5 | 0.00619
buffers and inverters | 203 | 0.0805
DFF | 64 | 0.127
muxes | 41 | 0.0410
other | 1 | 0.000371
and+or+nand+nor | 567 | 0.236
==> final cells by class <==
type                       instances  area [um2]
multi-input combinational       1429        8110
tap                             2511        3140
inverter                          17        63.8
sequential                        64        1280
clock buffer                      14         244
antenna                           27        67.6
clock inverter                     1        5.00
fill                           21982      167000
timing repair buffer            1045       10300
==> worst max-delay path by stage <==
stage | slack (ns) | from | cells after the start | end
after CTS | 5.50 | filler_af_wr_en | 10 | wdf_din[64]
after global routing | 5.37 | d_wdf_wr_en | 11 | wdf_din[15]
final | 5.64 | filler_af_wr_en | 10 | wdf_din[64]
==> cell usage in the layout, fill, tap and decap left out, drive strengths merged, types with 3 or more instances in the layout <==
cell type and count:
a21oi 352, a221o 31, a311oi 31, a31oi 17, and3 6, buf 65, clkbuf 14, clkdlybuf4s50 980
dfxtp 64, diode 27, ha 5, inv 17, mux2 3, mux2i 38, nand2 239, nand2b 33
nand3 11, nand4 7, nor2 228, nor3 7, nor4 9, o211ai 3, o21ai 164, o22ai 16
o2bb2ai 128, o31ai 7, or2 7, or3 5, or4 7, xnor2 14, xor2 35
==> state kept, by name, indices dropped and copies added (netlist names) <==
register / flops
cmd_req_valid: 2
serviced_reads: 12
dcache_req_num: 11
dcache_req_valid: 2
issued_reads: 11
cmd_req_num: 11
icache_req_valid: 2
filler_reserved: 1
icache_req_num: 11
line_reserved: 1
==> report_power, final <==
group	internal, uW	switching [uW]
combinational	312	335
clock	102	71.8
sequential	158	1.65
total	571	408
==> through the flow <==
stage | cell area, um2 | utilization | hold WS (ns) | setup slack (ns)
after floorplan | 10100 | - | 0.460 | 8.10
after global placement | 22900 | 0.121 | 0.480 | 5.48
after detailed placement | 22900 | 0.121 | 0.480 | 5.50
after CTS | 23200 | 0.122 | 0.492 | 5.50
after global routing | 23200 | 0.122 | 0.511 | 5.37
final | 23200 | 0.122 | 0.490 | 5.64
==> per-layer routing <==
layer	track usage	up-vias	wire length, um
met2	0.298	1134	89000
li1	-	7912	-
met1	0.175	8387	62700
met4	0.0347	112	6320
met3	0.107	305	26900
met5	0	-	737
==> cell usage after synthesis (all sizes together), types with 3 or more instances <==
library cell,number,area (um2)
mux2,3,33.8
o21ai,164,821
o22ai,16,100
o211ai,3,27.5
or3,5,31.3
nand4,7,43.8
dfxtp,64,1280
a221o,31,310
inv,17,63.8
and3,6,37.5
or4,7,52.6
xor2,35,307
o2bb2ai,128,1120
nand3,11,55.1
nor4,9,56.3
nor3,7,40.0
mux2i,38,380
a311oi,31,272
a21oi,352,1770
buf,29,160
clkbuf,157,589
nand2b,33,206
nor2,228,858
or2,7,43.8
ha,5,62.6
xnor2,14,123
nand2,239,897
o31ai,7,52.6
a31oi,17,106
==> worst max-delay path, stage by stage <==
cell	delay [ns]
clkdlybuf4s50_1	0.62
o21ba_4	0.50
buf_4	0.46
buf_4	0.47
nand2_1	0.10
o2bb2ai_1	0.15
a21oi_1	0.16
nor2_1	0.05
a21oi_1	0.53
clkdlybuf4s50_1	1.02
No activity file was given, so power comes from the tool's default toggle rates.
