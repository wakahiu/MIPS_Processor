==> design.v <==
module ISR(input clk, input rst, input [29:0] addr, output reg [31:0] inst);
reg [29:0] addr_r;
always @(posedge clk)
begin
addr_r <= (rst) ? (30'b0) : (addr);
end
always @(*)
begin
case(addr_r)
30'h00000000: inst = 32'h27bdffec;
30'h00000001: inst = 32'hafbf0010;
30'h00000002: inst = 32'h401a6800;
30'h00000003: inst = 32'h401b6000;
30'h00000004: inst = 32'h00000000;
30'h00000005: inst = 32'h337bfc00;
30'h00000006: inst = 32'h035bd024;
30'h00000007: inst = 32'h335b8000;
30'h00000008: inst = 32'h1f60000a;
30'h00000009: inst = 32'h00000000;
30'h0000000a: inst = 32'h335b4000;
30'h0000000b: inst = 32'h1f60007d;
30'h0000000c: inst = 32'h00000000;
30'h0000000d: inst = 32'h335b0800;
30'h0000000e: inst = 32'h1f600086;
30'h0000000f: inst = 32'h00000000;
30'h00000010: inst = 32'h335b0400;
30'h00000011: inst = 32'h1f6000a3;
30'h00000012: inst = 32'h00000000;
30'h00000013: inst = 32'h3c1b1fff;
30'h00000014: inst = 32'h8f7a002c;
30'h00000015: inst = 32'h241b003c;
30'h00000016: inst = 32'h0c0000e2;
30'h00000017: inst = 32'h275a0001;
30'h00000018: inst = 32'h3c1b1fff;
30'h00000019: inst = 32'h8f7b0028;
30'h0000001a: inst = 32'h00000000;
30'h0000001b: inst = 32'h037ad021;
30'h0000001c: inst = 32'h3c1b1fff;
30'h0000001d: inst = 32'haf7a0028;
30'h0000001e: inst = 32'h8f7a002c;
30'h0000001f: inst = 32'h241b003c;
30'h00000020: inst = 32'h0c000103;
30'h00000021: inst = 32'h275a0001;
30'h00000022: inst = 32'h3c1b1fff;
30'h00000023: inst = 32'haf7a002c;
30'h00000024: inst = 32'h8f7a0024;
30'h00000025: inst = 32'h00000000;
30'h00000026: inst = 32'h1b400005;
30'h00000027: inst = 32'h00000000;
30'h00000028: inst = 32'h8f7a002c;
30'h00000029: inst = 32'h8f7b0028;
30'h0000002a: inst = 32'h0c000039;
30'h0000002b: inst = 32'h00000000;
30'h0000002c: inst = 32'h401b5800;
30'h0000002d: inst = 32'h3c1a02fa;
30'h0000002e: inst = 32'h375af080;
30'h0000002f: inst = 32'h035bd821;
30'h00000030: inst = 32'h409b5800;
30'h00000031: inst = 32'h00000000;
30'h00000032: inst = 32'h401b6800;
30'h00000033: inst = 32'h3c1affff;
30'h00000034: inst = 32'h375a7fff;
30'h00000035: inst = 32'h037ad824;
30'h00000036: inst = 32'h409b6800;
30'h00000037: inst = 32'h08000111;
30'h00000038: inst = 32'h00000000;
30'h00000039: inst = 32'h27bdffec;
30'h0000003a: inst = 32'hafa80010;
30'h0000003b: inst = 32'hafbf000c;
30'h0000003c: inst = 32'hafa90008;
30'h0000003d: inst = 32'h03404021;
30'h0000003e: inst = 32'h03604821;
30'h0000003f: inst = 32'h001bd021;
30'h00000040: inst = 32'h0c0000e2;
30'h00000041: inst = 32'h241b000a;
30'h00000042: inst = 32'h0c00005f;
30'h00000043: inst = 32'h275a0030;
30'h00000044: inst = 32'h241b000a;
30'h00000045: inst = 32'h0c000103;
30'h00000046: inst = 32'h0009d021;
30'h00000047: inst = 32'h0c00005f;
30'h00000048: inst = 32'h275a0030;
30'h00000049: inst = 32'h0c00005f;
30'h0000004a: inst = 32'h241a003a;
30'h0000004b: inst = 32'h0100d021;
30'h0000004c: inst = 32'h0c0000e2;
30'h0000004d: inst = 32'h241b000a;
30'h0000004e: inst = 32'h0c00005f;
30'h0000004f: inst = 32'h275a0030;
30'h00000050: inst = 32'h241b000a;
30'h00000051: inst = 32'h0c000103;
30'h00000052: inst = 32'h0008d021;
30'h00000053: inst = 32'h0c00005f;
30'h00000054: inst = 32'h275a0030;
30'h00000055: inst = 32'h0c00005f;
30'h00000056: inst = 32'h241a000d;
30'h00000057: inst = 32'h0c00005f;
30'h00000058: inst = 32'h241a000a;
30'h00000059: inst = 32'h8fa80010;
30'h0000005a: inst = 32'h8fa90008;
30'h0000005b: inst = 32'h8fbf000c;
30'h0000005c: inst = 32'h27bd0014;
30'h0000005d: inst = 32'h03e00008;
30'h0000005e: inst = 32'h00000000;
30'h0000005f: inst = 32'h27bdffe8;
30'h00000060: inst = 32'hafaa0014;
30'h00000061: inst = 32'hafbf0010;
30'h00000062: inst = 32'hafa8000c;
30'h00000063: inst = 32'hafa90008;
30'h00000064: inst = 32'hafba0004;
30'h00000065: inst = 32'hafbb0000;
30'h00000066: inst = 32'h3c1b8000;
30'h00000067: inst = 32'h8f7b0000;
30'h00000068: inst = 32'h00000000;
30'h00000069: inst = 32'h1f600015;
30'h0000006a: inst = 32'h00000000;
30'h0000006b: inst = 32'h3c081fff;
30'h0000006c: inst = 32'h8d1a0004;
30'h0000006d: inst = 32'h00000000;
30'h0000006e: inst = 32'h275a0001;
30'h0000006f: inst = 32'h0c000103;
30'h00000070: inst = 32'h241b0014;
30'h00000071: inst = 32'h8d090008;
30'h00000072: inst = 32'h03405021;
30'h00000073: inst = 32'h113a000d;
30'h00000074: inst = 32'h00000000;
30'h00000075: inst = 32'h8d1a0004;
30'h00000076: inst = 32'h2508000c;
30'h00000077: inst = 32'h0348d821;
30'h00000078: inst = 32'h8fa90004;
30'h00000079: inst = 32'h00000000;
30'h0000007a: inst = 32'ha3690000;
30'h0000007b: inst = 32'h0140d021;
30'h0000007c: inst = 32'h3c081fff;
30'h0000007d: inst = 32'h08000081;
30'h0000007e: inst = 32'had1a0004;
30'h0000007f: inst = 32'h3c1b8000;
30'h00000080: inst = 32'haf7a0008;
30'h00000081: inst = 32'h8faa0014;
30'h00000082: inst = 32'h8fbf0010;
30'h00000083: inst = 32'h8fa8000c;
30'h00000084: inst = 32'h8fa90008;
30'h00000085: inst = 32'h8fba0004;
30'h00000086: inst = 32'h8fbb0000;
30'h00000087: inst = 32'h03e00008;
30'h00000088: inst = 32'h27bd0018;
30'h00000089: inst = 32'h3c1b1fff;
30'h0000008a: inst = 32'h8f7a0000;
30'h0000008b: inst = 32'h00000000;
30'h0000008c: inst = 32'h275a0001;
30'h0000008d: inst = 32'haf7a0000;
30'h0000008e: inst = 32'h401b6800;
30'h0000008f: inst = 32'h3c1affff;
30'h00000090: inst = 32'h375abfff;
30'h00000091: inst = 32'h037ad824;
30'h00000092: inst = 32'h409b6800;
30'h00000093: inst = 32'h08000111;
30'h00000094: inst = 32'h00000000;
30'h00000095: inst = 32'h3c1a1fff;
30'h00000096: inst = 32'h8f5b0004;
30'h00000097: inst = 32'h8f5a0008;
30'h00000098: inst = 32'h00000000;
30'h00000099: inst = 32'h135b0014;
30'h0000009a: inst = 32'h00000000;
30'h0000009b: inst = 32'h3c1b1fff;
30'h0000009c: inst = 32'h277b000c;
30'h0000009d: inst = 32'h037ad821;
30'h0000009e: inst = 32'h837b0000;
30'h0000009f: inst = 32'h3c1a8000;
30'h000000a0: inst = 32'h8f5a0000;
30'h000000a1: inst = 32'h00000000;
30'h000000a2: inst = 32'h1b40000b;
30'h000000a3: inst = 32'h00000000;
30'h000000a4: inst = 32'h3c1a8000;
30'h000000a5: inst = 32'haf5b0008;
30'h000000a6: inst = 32'h3c1a1fff;
30'h000000a7: inst = 32'h8f5a0008;
30'h000000a8: inst = 32'h00000000;
30'h000000a9: inst = 32'h275a0001;
30'h000000aa: inst = 32'h0c000103;
30'h000000ab: inst = 32'h241b0014;
30'h000000ac: inst = 32'h3c1b1fff;
30'h000000ad: inst = 32'haf7a0008;
30'h000000ae: inst = 32'h401b6800;
30'h000000af: inst = 32'h3c1affff;
30'h000000b0: inst = 32'h375af7ff;
30'h000000b1: inst = 32'h037ad824;
30'h000000b2: inst = 32'h409b6800;
30'h000000b3: inst = 32'h08000111;
30'h000000b4: inst = 32'h00000000;
30'h000000b5: inst = 32'h3c1a8000;
30'h000000b6: inst = 32'h8f5b0004;
30'h000000b7: inst = 32'h00000000;
30'h000000b8: inst = 32'h1b600058;
30'h000000b9: inst = 32'h00000000;
30'h000000ba: inst = 32'h8f5a000c;
30'h000000bb: inst = 32'h0c00005f;
30'h000000bc: inst = 32'h00000000;
30'h000000bd: inst = 32'h241b0065;
30'h000000be: inst = 32'h137a0012;
30'h000000bf: inst = 32'h00000000;
30'h000000c0: inst = 32'h241b0064;
30'h000000c1: inst = 32'h137a0013;
30'h000000c2: inst = 32'h00000000;
30'h000000c3: inst = 32'h241b0072;
30'h000000c4: inst = 32'h137a0013;
30'h000000c5: inst = 32'h00000000;
30'h000000c6: inst = 32'h241b0052;
30'h000000c7: inst = 32'h137a0010;
30'h000000c8: inst = 32'h00000000;
30'h000000c9: inst = 32'h241b0076;
30'h000000ca: inst = 32'h137a000d;
30'h000000cb: inst = 32'h00000000;
30'h000000cc: inst = 32'h241b0056;
30'h000000cd: inst = 32'h137a000a;
30'h000000ce: inst = 32'h00000000;
30'h000000cf: inst = 32'h080000db;
30'h000000d0: inst = 32'h00000000;
30'h000000d1: inst = 32'h3c1b1fff;
30'h000000d2: inst = 32'h241a0001;
30'h000000d3: inst = 32'h080000db;
30'h000000d4: inst = 32'haf7a0024;
30'h000000d5: inst = 32'h3c1b1fff;
30'h000000d6: inst = 32'h080000db;
30'h000000d7: inst = 32'haf600024;
30'h000000d8: inst = 32'h3c1a1fff;
30'h000000d9: inst = 32'h080000db;
30'h000000da: inst = 32'haf5b0020;
30'h000000db: inst = 32'h401b6800;
30'h000000dc: inst = 32'h3c1affff;
30'h000000dd: inst = 32'h375afbff;
30'h000000de: inst = 32'h037ad824;
30'h000000df: inst = 32'h409b6800;
30'h000000e0: inst = 32'h08000111;
30'h000000e1: inst = 32'h00000000;
30'h000000e2: inst = 32'h27bdffec;
30'h000000e3: inst = 32'hafbf0010;
30'h000000e4: inst = 32'hafa4000c;
30'h000000e5: inst = 32'hafa80008;
30'h000000e6: inst = 32'h00002024;
30'h000000e7: inst = 32'h035b402b;
30'h000000e8: inst = 32'h1d000004;
30'h000000e9: inst = 32'h00000000;
30'h000000ea: inst = 32'h035bd023;
30'h000000eb: inst = 32'h080000e7;
30'h000000ec: inst = 32'h24840001;
30'h000000ed: inst = 32'h0080d021;
30'h000000ee: inst = 32'h8fbf0010;
30'h000000ef: inst = 32'h8fa4000c;
30'h000000f0: inst = 32'h8fa80008;
30'h000000f1: inst = 32'h03e00008;
30'h000000f2: inst = 32'h27bd0014;
30'h000000f3: inst = 32'h27bdffec;
30'h000000f4: inst = 32'hafbf0010;
30'h000000f5: inst = 32'hafa4000c;
30'h000000f6: inst = 32'hafa80008;
30'h000000f7: inst = 32'h00002024;
30'h000000f8: inst = 32'h13600004;
30'h000000f9: inst = 32'h00000000;
30'h000000fa: inst = 32'h277bffff;
30'h000000fb: inst = 32'h080000f8;
30'h000000fc: inst = 32'h009a2021;
30'h000000fd: inst = 32'h0080d021;
30'h000000fe: inst = 32'h8fbf0010;
30'h000000ff: inst = 32'h8fa4000c;
30'h00000100: inst = 32'h8fa80008;
30'h00000101: inst = 32'h03e00008;
30'h00000102: inst = 32'h27bd0014;
30'h00000103: inst = 32'h27bdffec;
30'h00000104: inst = 32'hafbf0010;
30'h00000105: inst = 32'hafa4000c;
30'h00000106: inst = 32'hafa80008;
30'h00000107: inst = 32'h035b402b;
30'h00000108: inst = 32'h1d000003;
30'h00000109: inst = 32'h00000000;
30'h0000010a: inst = 32'h08000107;
30'h0000010b: inst = 32'h035bd023;
30'h0000010c: inst = 32'h8fbf0010;
30'h0000010d: inst = 32'h8fa4000c;
30'h0000010e: inst = 32'h8fa80008;
30'h0000010f: inst = 32'h03e00008;
30'h00000110: inst = 32'h27bd0014;
30'h00000111: inst = 32'h8fbf0010;
30'h00000112: inst = 32'h27bd0014;
30'h00000113: inst = 32'h401a7000;
30'h00000114: inst = 32'h401b6000;
30'h00000115: inst = 32'h00000000;
30'h00000116: inst = 32'h377b0001;
30'h00000117: inst = 32'h409b6000;
30'h00000118: inst = 32'h03400008;
30'h00000119: inst = 32'h00000000;
default:      inst = 32'h00000000;
endcase
end
endmodule
==> run.sh <==
#!/bin/bash
# OpenROAD 26Q1-2900-gdf79404cd8, Yosys 0.63+post, stock flow scripts
make -C /OpenROAD-flow-scripts/flow DESIGN_CONFIG=/design/flow/config.mk WORK_HOME=/design/flow/orfs finish
==> config.mk <==
export PLATFORM = sky130hd
export DESIGN_NAME = ISR
export DESIGN_NICKNAME = ISR
export VERILOG_FILES = /design/flow/design.v
export SDC_FILE = /design/flow/constraint.sdc
export NUM_CORES = 4
export LEC_CHECK = 1
export CORE_UTILIZATION = 30
export SYNTH_MEMORY_MAX_BITS = 65536
==> constraint.sdc <==
current_design ISR

set clk_period 12.8
set clk_io_pct 0.2

create_clock -name clk0 -period $clk_period [get_ports {clk}]

set non_clock_inputs [all_inputs -no_clocks]
set_input_delay [expr $clk_period * $clk_io_pct] -clock clk0 $non_clock_inputs
set_output_delay [expr $clk_period * $clk_io_pct] -clock clk0 [all_outputs]
==> impl_metrics.py <==
# Metrics from the implementation run
metrics = {
    "floorplan": {
        "fp.dieArea_um2": 32260,
        "ios": 64,
        "coreArea_um2": 30830,
        "die_y_um": 179.6,
        "fp_util": 0.3070,
        "die_width_um": 179.6,
        "row_count": 64,
    },
    "worst_hold_path": {
        "worstHoldPathType": "in -> reg",
    },
    "sta": {
        "final-max-slew-violation-count": 2,
        "hold_violations": 0,
        "setup_total_negative_slack_ns": 0,
        "finalWorstSetupSlack_ns": 5.580,
        "worst_slew_margin_rel": -0.03564,
        "worst-slew-pin-transition_ns": 1.534,
        "min_period_ns": 7.220,
        "grt_setup_unrepaired": "false",
        "achievable-frequency_mhz": 138.5,
        "count_of_final_setup_violators": 0,
        "final_cycle_share": 0.5640,
    },
    "critical_path": {
        "worst-path-max-fanout": 28,
        "critical_path.startpoint_type": "primary input",
        "worst_ep_arrival_time_ns": 7.35,
        "end_kind": "register",
        "path_class": "in -> reg",
        "worst-endpoint-required_ns": 12.93,
    },
    "drt": {
        "route.final.wire_length_um": 87570,
        "dr_total_vias": 14990,
        "drt-vias-per-instance": 8.104,
        "wire_per_inst_um": 47.34,
        "drt.antenna.violating_nets": 0,
        "detailedRoute.firstPassIterationCount": 29,
        "detailedRoute.firstIterationViolations": 2646,
        "route.detailed.drc": 0,
    },
    "clock_tree": {
        "clock_sinks": 53,
        "cts_resized": 0,
        "max-clock-path-buffers": 2,
        "cts-buffers-inserted": 5,
        "holdBufCountCts": 0,
        "clock_tree.htree_level_count": 2,
        "post_cts.repair.setup_buffers": 0,
        "cts_root_buffer": "sky130_fd_sc_hd__clkbuf_16",
        "clk_pin_slew_worst_setup_hold_paths_ns": 0.10,
        "clock_tree_from_tritoncts": "yes",
    },
    "power": {
        "cell_internal_pwr_uw": 363.5,
        "p_switching_uw": 417.2,
        "leakage_power_of_the_design_nw": 3.553,
        "clockPowerShare": 0.196,
        "power_density_nw_per_um2": 74.02,
        "p_sw_frac": 0.5344,
        "vdd_ir_drop_max_mv": 0.05465,
        "power_share_of_the_combinational_group": 0.564,
        "power_frac_seq": 0.240,
    },
    "yosys": {
        "yosysWarningCount": 1,
        "syn_area_um2": 9464,
        "ys_seq_frac": 0.1121,
        "async_reset_ff_frac": 0,
        "ff_type": "sky130_fd_sc_hd__dfxtp_1",
        "synthMostInstantiatedCell": "sky130_fd_sc_hd__a21oi_1",
        "synth-edff-count": 0,
        "synth-area-yosys_um2": 9464,
        "synthesis.area_per_instance_um2": 6.451,
        "yosys.area.top_type": "sky130_fd_sc_hd__dfxtp_1",
        "synth_cells": 1467,
        "cells_in_synth_stat_txt": 1467,
        "top_cells_by_area": "sky130_fd_sc_hd__dfxtp_1 (11%), sky130_fd_sc_hd__a21oi_1 (8.5%), sky130_fd_sc_hd__o21ai_0 (8.2%), sky130_fd_sc_hd__nand2_1 (4.9%), sky130_fd_sc_hd__nor2_1 (3.9%)",
        "synth_cell_types": 87,
        "synth_flop_count": 53,
        "top_area_frac": 0.1121,
        "top_cells_by_count": "sky130_fd_sc_hd__a21oi_1 (161), sky130_fd_sc_hd__o21ai_0 (156), sky130_fd_sc_hd__nand2_1 (123), sky130_fd_sc_hd__nor2_1 (99), sky130_fd_sc_hd__clkbuf_1 (88)",
    },
    "place": {
        "dpl_worst_slack_ns": 5.815,
        "placedInstanceArea_um2": 10370,
        "total_of_buffers_placed_on_input_and_output_ports": 63,
        "gp_congestion": 1.180,
        "post-dp-hpwl_um": 59570,
    },
    "global_routing": {
        "gr-total-overflow": 0,
        "first_pass_grt_wire_length_um": 117900,
        "first_global_vias": 13870,
        "gr-usage-all-layers": 0.5387,
        "grt_max_degree": 116,
        "grt_antenna_before_repair": 13,
    },
    "run": {
        "stage_log_warnings": 42,
        "cap_violations": 1,
    },
    "final_layout": {
        "synthToLayoutAreaGrowth_pct": 11.45,
        "layout-drive-gt1-share": 0.1060,
        "non_filler_cell_area_final_um2": 10550,
    },
    "status": {
        "outcome": "finished with violations",
        "violated_checks": "capacitance limit, slew limit",
    },
}
-- metrics by stage --
step                      cells  utilization  power (mW)  hold WS (ns)
after detailed placement   1832       0.3364      0.5807         3.122
after global routing       1841       0.3414      0.7752         2.811
final                      1850       0.3421      0.7808         2.804
after global placement     1832       0.3364      0.5943         3.125
after CTS                  1840       0.3413      0.7323         2.801
after floorplan            1467            -      0.4003         2.688
-- worst paths after layout --
| kind | startpoint | end | depth (start not counted) |
|---|---|---|---|
| worst max-delay path | addr[1] | register | 11 |
| worst min-delay path | addr[27] | addr_r[27] | 2 |
-- kinds of logic after synthesis --
group | count (synthesis) | share of synthesized area
buffers and inverters | 199 | 0.1003
XOR/XNOR | 6 | 0.005553
AND-OR/OR-AND | 644 | 0.4461
flip-flops | 53 | 0.1121
AND/OR/NAND/NOR | 534 | 0.2971
multiplexers | 14 | 0.01639
adder cells (fa/ha/maj) | 17 | 0.02247
-- worst max-delay path: stages --
cell and delay, ns:
sky130_fd_sc_hd__clkdlybuf4s50_1 0.46, sky130_fd_sc_hd__buf_4 0.33, sky130_fd_sc_hd__nor2b_1 0.68, sky130_fd_sc_hd__inv_1 0.32, sky130_fd_sc_hd__ha_1 0.50, sky130_fd_sc_hd__buf_4 0.33, sky130_fd_sc_hd__nand2_2 0.31, sky130_fd_sc_hd__nor3_2 0.06
sky130_fd_sc_hd__buf_4 0.23, sky130_fd_sc_hd__o311ai_0 1.28, sky130_fd_sc_hd__o31ai_1 0.25
-- area by class of cell --
class | count | area, um2
fillers | 3399 | 20280
multi-input cells | 1215 | 7480
diodes | 10 | 25.02
clock inverters | 3 | 26.28
flip-flops and latches | 53 | 1061
inverters | 21 | 78.83
repair buffers | 147 | 1256
well taps | 396 | 495.5
clock buffers | 5 | 125.1
-- cell usage in the layout, fill, tap and decap left out, drive strengths merged, types with 10 or more instances in the layout --
cell type,netlist,final
a21oi,161,161
o21ai,159,159
nand2,124,124
nor2,101,101
buf,90,89
clkdlybuf4s50,0,58
dfxtp,53,53
nor2b,48,48
and2,46,46
a31oi,44,44
nor3,42,42
nand3,39,39
nand2b,36,36
o211ai,33,33
inv,21,22
a211oi,21,21
a311oi,19,19
o221ai,19,19
ha,17,17
o22ai,17,17
a221oi,14,14
o311ai,14,14
nand4,13,13
nand3b,13,13
o31ai,13,13
or2,12,12
a22oi,12,12
or3b,12,12
mux2i,11,11
nor3b,11,11
diode,0,10
and3,10,10
a211o,10,10
nor4,10,10
-- layer usage --
layer,GRT usage,routed length (um),vias up
li1,-,-,5519
met3,0.3603,16210,670
met1,0.6180,29960,6950
met5,0.03704,229,-
met4,0.3993,9296,8
met2,0.6964,31870,1846
-- power groups by stage --
stage,clock (mW),sequential (mW),combinational [mW]
CTS,0.154,0.186,0.392
finish,0.153,0.187,0.440
global route,0.158,0.188,0.428
Power figures rest on the tool's default switching activity, not on a simulated workload.
