==> run.sh <==
#!/bin/bash
# OpenROAD 26Q1-2900-gdf79404cd8, Yosys 0.63+post, stock flow scripts
make -C /OpenROAD-flow-scripts/flow DESIGN_CONFIG=/design/flow/config.mk WORK_HOME=/design/flow/orfs finish
==> config.mk <==
export PLATFORM = sky130hd
export DESIGN_NAME = Pixel
export DESIGN_NICKNAME = Pixel
export VERILOG_FILES = /design/flow/design.v
export SDC_FILE = /design/flow/constraint.sdc
export NUM_CORES = 4
export LEC_CHECK = 1
export CORE_UTILIZATION = 40
==> design.v <==
module Pixel(input clk, input rst, input [29:0] addr, output reg [31:0] inst);
reg [29:0] addr_r;
always @(posedge clk)
begin
addr_r <= (rst) ? (30'b0) : (addr);
end
always @(*)
begin
case(addr_r)
30'h00000000: inst = 32'h27bdffd0;
30'h00000001: inst = 32'hafa00010;
30'h00000002: inst = 32'h2402ff00;
30'h00000003: inst = 32'hafa00014;
30'h00000004: inst = 32'hafa20018;
30'h00000005: inst = 32'hafa0001c;
30'h00000006: inst = 32'h24020257;
30'h00000007: inst = 32'h8fa3001c;
30'h00000008: inst = 32'h00000000;
30'h00000009: inst = 32'h0043102b;
30'h0000000a: inst = 32'h1440fffa;
30'h0000000b: inst = 32'h00000000;
30'h0000000c: inst = 32'hafa00020;
30'h0000000d: inst = 32'h2402031f;
30'h0000000e: inst = 32'h8fa30020;
30'h0000000f: inst = 32'h00000000;
30'h00000010: inst = 32'h0043102b;
30'h00000011: inst = 32'h1440003c;
30'h00000012: inst = 32'h00000000;
30'h00000013: inst = 32'h8fa2001c;
30'h00000014: inst = 32'h00000000;
30'h00000015: inst = 32'hafa20024;
30'h00000016: inst = 32'h8fa2001c;
30'h00000017: inst = 32'h00000000;
30'h00000018: inst = 32'h8fa30024;
30'h00000019: inst = 32'h00000000;
30'h0000001a: inst = 32'h24420064;
30'h0000001b: inst = 32'h0062102b;
30'h0000001c: inst = 32'h10400025;
30'h0000001d: inst = 32'h00000000;
30'h0000001e: inst = 32'h8fa20020;
30'h0000001f: inst = 32'h00000000;
30'h00000020: inst = 32'hafa20028;
30'h00000021: inst = 32'h8fa20020;
30'h00000022: inst = 32'h00000000;
30'h00000023: inst = 32'h8fa30028;
30'h00000024: inst = 32'h00000000;
30'h00000025: inst = 32'h24420064;
30'h00000026: inst = 32'h0062102b;
30'h00000027: inst = 32'h10400015;
30'h00000028: inst = 32'h00000000;
30'h00000029: inst = 32'h8fa20024;
30'h0000002a: inst = 32'h00000000;
30'h0000002b: inst = 32'h8fa30028;
30'h0000002c: inst = 32'h00000000;
30'h0000002d: inst = 32'h00021280;
30'h0000002e: inst = 32'h00431021;
30'h0000002f: inst = 32'h3c031040;
30'h00000030: inst = 32'hafa20014;
30'h00000031: inst = 32'h8fa40018;
30'h00000032: inst = 32'h00000000;
30'h00000033: inst = 32'h00021080;
30'h00000034: inst = 32'h34630000;
30'h00000035: inst = 32'h00042203;
30'h00000036: inst = 32'h00431021;
30'h00000037: inst = 32'hac440000;
30'h00000038: inst = 32'h8fa20028;
30'h00000039: inst = 32'h00000000;
30'h0000003a: inst = 32'h24420001;
30'h0000003b: inst = 32'h08000020;
30'h0000003c: inst = 32'h00000000;
30'h0000003d: inst = 32'h8fa20024;
30'h0000003e: inst = 32'h00000000;
30'h0000003f: inst = 32'h24420001;
30'h00000040: inst = 32'h08000015;
30'h00000041: inst = 32'h00000000;
30'h00000042: inst = 32'h3c020f1a;
30'h00000043: inst = 32'h34428000;
30'h00000044: inst = 32'h8fa30018;
30'h00000045: inst = 32'h00000000;
30'h00000046: inst = 32'h00621021;
30'h00000047: inst = 32'hafa20018;
30'h00000048: inst = 32'h8fa20020;
30'h00000049: inst = 32'h00000000;
30'h0000004a: inst = 32'h24420064;
30'h0000004b: inst = 32'hafa20020;
30'h0000004c: inst = 32'h0800000d;
30'h0000004d: inst = 32'h00000000;
30'h0000004e: inst = 32'h8fa2001c;
30'h0000004f: inst = 32'h00000000;
30'h00000050: inst = 32'h24420064;
30'h00000051: inst = 32'hafa2001c;
30'h00000052: inst = 32'h08000006;
30'h00000053: inst = 32'h00000000;
default:      inst = 32'h00000000;
endcase
end
endmodule
==> constraint.sdc <==
current_design Pixel

set clk_period 5.2
set clk_io_pct 0.2

create_clock -name clk0 -period $clk_period [get_ports {clk}]

set non_clock_inputs [all_inputs -no_clocks]
set_input_delay [expr $clk_period * $clk_io_pct] -clock clk0 $non_clock_inputs
set_output_delay [expr $clk_period * $clk_io_pct] -clock clk0 [all_outputs]
==> job_summary.md <==
## Implementation flow summary

| Metric | Value |
|---|---|
| Outcome | completed |
| Synth Seq Share | between 20% and 30% |
| Die x size | a little under 100 µm |
| XOR/XNOR Area Share | 0.473% |
| Fillers | about 870 |
| Max-area cell share | roughly 27% |
| Post-synth top cells | nand2_1 (51), dfxtp_1 (50), a21oi_1 (43), o21ai_0 (37) |
| Biggest area consumer among synthesized cells | dfxtp_1 |
| Yosys warning total | 1 |
| Post-DP HPWL | roughly 9.6 mm |
| CTS buffer count | 5 |
| Net switching power | slightly below 300 µW |
| Complex Gates by Area | between 20 and 30% |
| Startpoint types | input pin |
| Area fraction in and, or, nand and nor cells | 29.0% |
| Worst setup EP type | flop |
| Leak Pwr | roughly 0.0016 µW |
| Site Rows | 34 |
| CTS root buf | clkbuf_8 |
| Fmax | roughly 260 MHz |
| Sw frac | ~33% |
| CTS Buffer Depth | 2 |
| Endpoints failing setup | 0 |
| Worst Path Arrival | between 4000 and 5000 ps |
| Final worst setup slack | roughly 1300 ps |
| Post-synth regs | around 50 |
| Crit path DRT | 5360 ps |
| First-pass GRT wire length | between 20 and 25 mm |
| Area grow syn2layout | 17.6% |
| Ys async rst share | 0% |
| Dpl cells | 634 |
| Kind of critical path | input pin to flop |
| Logic area | 2380 µm² |
| Synth cell types | 66 |
| Vias in the first global route | roughly 3800 |
| WL/cell | about 22 µm |
| Final WL | roughly 14 mm |
| Die ar. | ~9600 µm² |
| Largest vdd supply drop | 0.0000899 V |
| PwrDens | roughly 200 nW/µm² |
| Clock-pin slew on the worst setup and hold paths | roughly 100 ps |
| Post-route ant nets | 0 |
| Buffers added on ports | 62 |
| Via count | slightly above 4000 |
| RD Place Congestion | approximately 1.1 |
| Setup Slack @ Placement | 1100 ps |
| Post-CTS Setup Repair Bufs | 0 |
| First-pass detailed-route iteration total | 28 |
| Core area | 8850 µm² |
| Mux area share | under 10% |
| Remaining DRCs | 0 |
| Flop area | approximately 1000 µm² |
| Tool warnings | 36 |
| Clk network pwr share | roughly a quarter |
| Post-layout period usage | about three quarters |
| CP max FO | 15 |
| RSZ-0062 raised after global routing | no |
| Initial antenna violation count | 1 |
| Main area contributors | dfxtp_1 (27%), a21oi_1 (5.8%), and2_1 (5.4%) |
| Setup TNS | 0 ps |
| First DRT Iteration DRCs | about 660 |
| Vias per inst | between 6 and 7 |
| Dominant combinational family | simple AND/OR/NAND/NOR gates |
| Layout cells sized above 1 | a little over 6% |
| CTS H-tree lvls | 2 |
| Min-delay worst type | input pin to flop |
| Post-Syn Area | between 3000 and 4000 µm² |
| Max-slew violation count | 0 |
| Yosys top cell by instances | nand2_1 |
| Seq pwr share | approximately 47% |
| Post-Synthesis Cells | slightly above 500 |
| I/O pin cnt | 64 |
| CTS tree | built |
| Main flop type | dfxtp_1 |
| Min Clock Period, post-route | roughly 4000 ps |
| Yosys stat chip area | between 3000 and 4000 µm² |
| Gr usage total | just under 30% |
| CTS sink cnt | around 50 |
| Adder-Cell Fraction of Synth Area | under 10% |
| Pint | slightly below 600 µW |
| Die y size | 98.2 µm |
| Number of synthesized flops with an enable pin | 0 |
| Fin cells | about 640 |
| # Cells Yosys | between 500 and 600 |
| Fp_density | between 40% and 50% |
| Cts hold-fix bufs | 0 |
| Slew HR | 40.5% |
| Gates resized, CTS repair | 0 |
| Worst slew pin tran | around 890 ps |
| Largest net degree at the start of global routing | ~60 |
| Share of total power in combinational logic | between 20% and 30% |
| Gr ovfl total | 0 |
| Avg Cell Area, Syn | between 7 and 8 µm² |
| Max Cap Violations | 0 |
| Final Hold Fails | 0 |
[per-stage QoR]
| stage | utilization [%] | hold WS (ps) | cell area, µm² | total power [µW] |
|---|---|---|---|---|
| after floorplan | - | 1170 | 3700 | 583 |
| after global placement | 48.2 | 1430 | 4260 | 667 |
| after detailed placement | 48.2 | 1440 | 4260 | 662 |
| after CTS | 49.1 | 1120 | 4350 | 886 |
| after global routing | 49.1 | 1140 | 4350 | 933 |
| final | 49.2 | 1130 | 4350 | 885 |
[critical path: stages]
cell and delay [ps]:
clkdlybuf4s50_1 630, inv_1 150, nor2_1 320, ha_1 620
inv_1 290, and2_1 290, o31a_1 310, a221oi_1 290
o31ai_1 120
[worst paths after layout]
kind,from,slack [ps],cells past startpoint,endpoint
max,addr[1],1300,9,flop
min,rst,1130,3,flop
[area by class of cell]
type | instances | share of cell area, %
Clock buffer | 5 | 1.58
Inverter | 13 | 1.12
Tap cell | 108 | 3.11
Timing Repair Buffer | 74 | 16.1
Sequential cell | 50 | 23.0
Antenna cell | 1 | 0.0575
Multi-Input combinational cell | 389 | 54.7
Clock inverter | 2 | 0.316
[routing by layer]
layer | vias up | track usage, % | part of all wire [%]
li1 | 1848 | - | -
met1 | 1832 | 41.5 | 41
met2 | 305 | 42.4 | 42
met3 | 77 | 6.76 | 11
met4 | 2 | 16.5 | 6.5
met5 | - | 0 | 0.29
[power by group through the flow]
stage         Combinational, µW  Sequential, µW  Clock, µW
finish                      247             416        222
global route                263             420        250
CTS                         238             417        231
[layout by cell type (no fill, tap or decap), types with 5 or more instances in the layout]
cell / instances
clkdlybuf4s50_1: 60
nand2_1: 51
dfxtp_1: 50
a21oi_1: 43
o21ai_0: 37
nor2_1: 32
and2_1: 32
nor2b_1: 32
nand3_1: 13
ha_1: 13
inv_1: 12
a31oi_1: 12
buf_4: 12
nand2b_1: 10
o211ai_1: 10
nor3_1: 9
nor4_1: 7
a211oi_1: 7
a221oi_1: 6
o22ai_1: 6
o221ai_1: 5
clkbuf_8: 5
[cells by family (layout without fill, tap and decap cells)]
group,count (synthesis),count (layout)
AOI/OAI and AO/OA,163,163
xor gates and xnor gates,2,2
adders and majority gates,13,13
buffers and inverters,64,94
DFF,50,50
muxes,6,6
other,1,2
and+or+nand+nor,204,204
Power figures rest on the tool's default switching activity, not on a simulated workload.
